==> flow/design.v <==
`timescale 1ns / 1ps
module robsmult #(parameter WIDTH = 8)
    (
    input clk,
    input reset,
    input [WIDTH-1:0] multiplier,
    input [WIDTH-1:0] multiplicand,
    output [WIDTH*2-1:0] product,  
	output done  
    );
	wire c0, c1, c2, c3, c9, c10, c5, c8, c12, c14, c13, c4, c6, c7, c11;
	wire zq, zy, zr;
    robs_control_unit_micro cu(clk, reset, zq, zy, zr, c0, c1, c2, c3, c9, c10, c5, c8, c12, c14, c13, c4, c6, c7, c11, done);	
	robs_datapath dp(clk, reset, multiplier, multiplicand, c0, c1, c2, c3, c9, c10, c5, c8, c12, c14, c13, c4, c6, c7, c11, product, zq, zr);
	assign zy = ~multiplicand[WIDTH-1];
endmodule
module robs_control_unit_micro(
	input clk, reset,
	input zq, zy, zr,
	output c0, c1, c2, c3, c9, c10, c5, c8, c12, c14, c13, c4, c6, c7, c11,
	output reg done
	);
    wire load_incr;
    wire [4:0] upc;
    wire [22:0] uinstr;
    upcreg upc_reg(clk, reset, load_incr, uinstr[19:15], upc);
    mux5 cs_mux(1'b0, zq, zr, zy, 1'b1, uinstr[22:20], load_incr);
    rom control_memory(upc, uinstr);
	assign {c14, c13, c12, c11, c10, c9, c8, c7, c6, c5, c4, c3, c2, c1, c0} = uinstr[14:0];
    always @(*)
        if (upc == 17)
            done <= 1;
endmodule
module rom(
    input [4:0] addr, 
    output [22:0] data);
    reg  [22:0] mem[17:0];
    initial
        begin
            mem[00] = 23'b00000001000000000000011;
            mem[01] = 23'b00000010000000000001100;
            mem[02] = 23'b00000011000001100000000;
            mem[03] = 23'b00101100000000000000000;
            mem[04] = 23'b01000110000000000000000;
            mem[05] = 23'b00000110000010100100000;
            mem[06] = 23'b01101001000000000000000;
            mem[07] = 23'b00001000001000000000000;
            mem[08] = 23'b10001010000000000000000;
            mem[09] = 23'b00001010001100000000000;
            mem[10] = 23'b00001011010001101010000;
            mem[11] = 23'b10000011000000000000000;
            mem[12] = 23'b01001110000000000000000;
            mem[13] = 23'b00001110000000100100000;
            mem[14] = 23'b00001111001000000000000;
            mem[15] = 23'b00010000000001101010000;
            mem[16] = 23'b00010001100000010001000;
            mem[17] = 23'b10010001000000000000000;
        end
    assign data = mem[addr];
endmodule
module robs_control_unit_fsm(
	input clk, reset,
	input zq, zy, zr,
	output c0, c1, c2, c3, c9, c10, c5, c8, c12, c14, c13, c4, c6, c7, c11,
	output reg done
	);
	parameter   S0  	= 5'b00000;  
	parameter   S1  	= 5'b00001;  
	parameter   S2  	= 5'b00010;	 
	parameter   S3   	= 5'b00011;	 
	parameter   S4   	= 5'b00100;	 
	parameter   S5   	= 5'b00101;	 
	parameter   S6 	    = 5'b00110;	 
	parameter   S7 	    = 5'b00111;	 
	parameter   S8   	= 5'b01000;	 
	parameter   S9 	    = 5'b01001;	 
	parameter   S10	    = 5'b01010;	 
	parameter   S11     = 5'b01011;	 
	parameter   S12 	= 5'b01100;  
	parameter   S13 	= 5'b01101;  
	parameter   S14  	= 5'b01111;	 
	parameter   S15	    = 5'b10010;	 
	parameter   S16	    = 5'b10011;	 
	parameter   S17	    = 5'b10100;	 
	reg [4:0]  state, nextstate;
	reg [14:0] controls;	
	always @(posedge clk or posedge reset)			
	 if (reset) state <= S0;
	 else state <= nextstate;
	always @( * )
	 case(state)
		S0:  nextstate <= S1;
		S1:  nextstate <= S2;
		S2:  nextstate <= S3;
		S3:  case(zq)
					  0:      nextstate <= S4;
					  1:      nextstate <= S12;
					  default: nextstate <= S0;   
					endcase
		S4:  case(zr)
					  0:      nextstate <= S5;
					  1:      nextstate <= S6;
					  default: nextstate <= S0;  
					endcase
		S5:  nextstate <= S6;
		S6:  case(zy)
					  0:      nextstate <= S7;
					  1:      nextstate <= S9;
					  default: nextstate <= S0;  
					endcase
		S7:  nextstate <= S8;		
		S8:  nextstate <= S10;	
		S9:  nextstate <= S10;
		S10:  nextstate <= S11;
		S11:  nextstate <= S3;
		S12:  case(zr)
					  0:      nextstate <= S13;
					  1:      nextstate <= S14;
					  default: nextstate <= S0;  
					endcase
		S13:  nextstate <= S14;
		S14:  nextstate <= S15;
		S15:  nextstate <= S16;
		S16:  nextstate <= S17;
		S17:  begin nextstate <= S17; done <= 1; end
	 endcase
	assign {c14, c13, c12, c11, c10, c9, c8, c7, c6, c5, c4, c3, c2, c1, c0} = controls;
	always @( * )
	 case(state)
        S0:        	controls <= 15'b000_0000_0000_0011;
		S1:       	controls <= 15'b000_0000_0000_1100;
		S2:         controls <= 15'b000_0011_0000_0000;
		S3:         controls <= 15'b000_0000_0000_0000;
		S4:         controls <= 15'b000_0000_0000_0000;
		S5:         controls <= 15'b000_0101_0010_0000;
		S6:         controls <= 15'b000_0000_0000_0000;
		S7:        	controls <= 15'b001_0000_0000_0000;
		S8:   		controls <= 15'b000_0000_0000_0000;
		S9:         controls <= 15'b001_1000_0000_0000;
		S10:    	controls <= 15'b010_0011_0101_0000;
		S11:  		controls <= 15'b000_0000_0000_0000;
		S12:        controls <= 15'b000_0000_0000_0000;   
		S13:       	controls <= 15'b000_0001_0010_0000;
		S14:        controls <= 15'b001_0000_0000_0000;
		S15:        controls <= 15'b000_0011_0101_0000;
		S16:        controls <= 15'b100_0000_1000_1000;	
		S17:        controls <= 15'b000_0000_0000_0000;	
		default:    controls <= 15'b000_0000_0000_0000;  
	 endcase
endmodule
module robs_datapath #(parameter WIDTH = 8)
    (
	input clk, reset,
	input [WIDTH-1:0] multiplier, multiplicand,
	input c0, c1, c2, c3, c9, c10, c5, c8, c12, c14, c13, c4, c6, c7, c11,
	output [WIDTH*2-1:0] product,
	output zq, zr
	);
	wire [WIDTH-1:0] y, a, in_x, x, in_rh, in_rl, alu_out, q;
	wire [WIDTH*2-1:0] r, sr;
	register reg_y(clk, multiplicand, y, c0, 1'b0);
	register reg_a(clk, r[WIDTH*2-1:WIDTH], a, c14, c2);
	register reg_x(clk, in_x, x, c3, 1'b0);
	register_hl reg_r(clk, in_rh, in_rl, c8, c9, 1'b0, r);
	right_shift_register sign_ext(clk, c12, r, c11, sr); 
	mux2 #(8) mux_x(multiplier, r[WIDTH-1:0], c7, in_x);
	mux3 #(8) mux_rh(a, sr[WIDTH*2-1:WIDTH], alu_out, {c5,c4}, in_rh);
	mux2 #(8) mux_rl(x, sr[WIDTH-1:0], c6, in_rl);
	addsub addsub(r[WIDTH*2-1:WIDTH], y, c10, clk, alu_out);
	counter_down decrement8(clk, c1, c13, q);
	assign product = {a,x};
	assign zr = ~r[0];
	assign zq = ~q[0] & ~q[1] & ~q[2];  
endmodule
==> flow/run.sh <==
#!/bin/bash
# OpenROAD 26Q1-2900-gdf79404cd8, Yosys 0.63+post, stock flow scripts
make -C /OpenROAD-flow-scripts/flow DESIGN_CONFIG=/design/flow/config.mk WORK_HOME=/design/flow/orfs finish
==> flow/config.mk <==
export PLATFORM = sky130hd
export DESIGN_NAME = robs_control_unit_fsm
export DESIGN_NICKNAME = robs_control_unit_fsm
export VERILOG_FILES = /design/flow/design.v
export SDC_FILE = /design/flow/constraint.sdc
export NUM_CORES = 4
export LEC_CHECK = 1
export CORE_AREA = 10 10 84 84
export DIE_AREA = 0 0 94 94
==> flow/constraint.sdc <==
current_design robs_control_unit_fsm

set clk_period 2.3
set clk_io_pct 0.2

create_clock -name clk0 -period $clk_period [get_ports {clk}]

set non_clock_inputs [all_inputs -no_clocks]
set_input_delay [expr $clk_period * $clk_io_pct] -clock clk0 $non_clock_inputs
set_output_delay [expr $clk_period * $clk_io_pct] -clock clk0 [all_outputs]
==> flow_summary.json <==
{
  "grt_max_degree": 17,
  "outcome": "complete, no violations",
  "top_cell_area_share": 0.2088,
  "grt_pass1_wl_mm": 2.746,
  "fillers": 603,
  "area_growth_pct": 53.24,
  "crit_end": "c13",
  "synth-edff-count": 0,
  "ys_sh_simple": 0.3507,
  "worst_path_largest_cell_delay_ps": 500,
  "post_cts_buffers": 0,
  "seq_area_sq_um": 202.7,
  "core_sq_um": 5205,
  "route.detailed.drc": 0,
  "fmax_ghz": 0.4526,
  "clk_pin_slew_worst_paths_ps": 30,
  "ctsHoldBuffers": 0,
  "fin_tns_setup_ps": 0,
  "warning_count": 25,
  "topCellsByArea": "dfrtp_1, dlxtn_1, nor2_1, a21oi_1, buf_4",
  "cpMaxStageDelayCell": "clkdlybuf4s50_1",
  "gp_congestion": 0.8583,
  "routed_wl_mm": 1.654,
  "rsz0062_at_grt": "false",
  "startpoint_type": "register",
  "worstSetupStartpoint": "state[0]",
  "yosysWarningCount": 1,
  "fin_area_sq_um": 918.4,
  "drv_cap": 0,
  "synthAdderAreaFrac": 0,
  "unclocked_pins": 5,
  "gr-total-overflow": 0,
  "ctsLongestPathBuffers": 2,
  "insertedDiodeCount": 0,
  "yosys-stat-cells": 79,
  "hp-class": "input port to async pin",
  "placed_cell_area_sq_um": 858.3,
  "cp_top_family": "simple AND/OR/NAND/NOR gates",
  "untimed_endpoints": 10,
  "synthesis.area_sq_um": 599.3,
  "mux_share": 0,
  "critPathCaptureType": "primary output",
  "syn_area_per_cell_sq_um": 7.586,
  "required_ps": 1840,
  "grt_pass1_vias": 575,
  "critPathBufInv": 1,
  "cp.depth": 3,
  "port-buffer-count": 19,
  "dieArea_sq_um": 8836,
  "holdWs_ps": 451.7,
  "vias": 605,
  "postRouteAntennaNets": 0,
  "layout-drive-gt1-share": 0.1429,
  "finalMaxSlewViolations": 0,
  "largest_area_cell": "dfrtp_1",
  "yosys.area_share.aoi": 0.1608,
  "crit_chain": "or3b_4 > nor3b_1 > clkdlybuf4s50_1",
  "max-slew-margin-rel": 0.6539,
  "dr.first_iter.drc_count": 76,
  "ios": 21,
  "ys_types": 34,
  "root_buffer": "clkbuf_8",
  "synthFlopType": "dlxtn_1",
  "top_logic_kind": "simple AND/OR/NAND/NOR gates",
  "p_per_area_nw_per_um2": 279.8,
  "cts-buffers-inserted": 3,
  "synthXorXnorAreaFrac": 0.02923,
  "h-tree-depth": 1,
  "post_drt_wl_per_cell_microns": 9.845,
  "grt_usage": 0.03662,
  "initial_core_util": 0.1151,
  "worstMarginPinSlew_ps": 514.8,
  "antenna_found_initial": 0,
  "synth_cells": 79,
  "avgViaCountPerCell": 3.601,
  "dp_hpwl_mm": 1.333,
  "crit_arrival_ps": 1750,
  "async_flop_share": 0.5000,
  "cts_tree": "done",
  "numSynthFlops": 10,
  "fp.dieH_microns": 94,
  "logic_area_sq_um": 340.3,
  "drtPass1Iterations": 4,
  "p_leak_nw": 0.3442,
  "final-setup-viol-count": 0,
  "ys_area_sq_um": 599.3,
  "min_period_ps": 2209,
  "timing.final.crit_share": 0.9605,
  "row_count": 26,
  "path_max_fanout": 6,
  "irDropWorstVdd_uv": 90.94,
  "die_x_microns": 94,
  "finalHoldViolCount": 0,
  "criticalPathCategory": "register to primary output"
}
-- sequential cells by signal (all words and copies together) (netlist names) --
name	cells
state	5
nextstate	5
-- worst min path at each step --
stage	from	end	slack [ps]	cells past startpoint
after global routing	reset	state[2]	470	2
final	reset	state[4]	450	2
after CTS	reset	state[3]	460	2
-- layout by cell type (no fill, tap or decap), types with 2 or more instances in the layout --
cell             instances
clkdlybuf4s50_1         19
nor2_1                  10
nand2_1                  6
buf_4                    6
a21oi_1                  5
dlxtn_1                  5
nor2b_1                  4
nor3_1                   3
o21ai_0                  3
clkbuf_8                 3
dfrtp_1                  3
or2b_1                   2
or2_1                    2
nor4_1                   2
inv_1                    2
dfrtp_2                  2
-- power by group --
| group | internal (mW) | leakage [nW] | switching [mW] |
|---|---|---|---|
| sequential | 0.0887 | 0.100 | 0.0000290 |
| clock | 0.119 | 0.0228 | 0.0382 |
| combinational | 0.00693 | 0.221 | 0.00463 |
-- layout make-up --
| cell class | count | area share |
|---|---|---|
| inverters | 2 | 0.008174 |
| clock buffers | 4 | 0.04905 |
| flip-flops and latches | 10 | 0.2207 |
| repair buffers | 25 | 0.2561 |
| well taps | 70 | 0.09537 |
| multi-input cells | 57 | 0.3706 |
-- metal layers --
layer	share of wire	vias up	wire, microns	track usage
met1	0.45	270	739	0.05106
li1	-	307	-	-
met2	0.42	26	697	0.05242
met4	0.022	0	36	0.01139
met3	0.11	2	182	0.01131
met5	0	-	0	0
-- cells by family after synthesis --
kind of cell	Yosys count
and+or+nand+nor	38
AOI/OAI and AO/OA	16
buffers and inverters	12
DFF	5
latches	5
xor gates and xnor gates	2
other	1
-- metrics by stage --
step / worst slack (ps) / utilization / total power, mW / instances
6_report: 90.76 / 0.1764 / 0.2570 / 168
3_5_place_dp: 241.4 / 0.1649 / 0.1014 / 164
5_1_grt: 4.627 / 0.1764 / 0.2696 / 168
2_1_floorplan: 766.2 / - / 0.09368 / 79
4_1_cts: 32.10 / 0.1748 / 0.2625 / 168
3_3_place_gp: 258.7 / 0.1649 / 0.1014 / 164
-- repair_timing --
action / 4_1_cts / 5_1_grt
endpoints found under the setup margin: 2 / 8
gates cloned: 0 / 0
gates resized: 1 / 4
-- synth_stat cells, drive strengths merged (2+ instances only) --
library cell,n
nor2,10
buf,8
a21oi,6
nand2,6
dfrtp,5
dlxtn,5
nor2b,4
o21ai,4
nor3,3
nor4,3
clkbuf,2
inv,2
or2,2
or2b,2
Power is estimated from default activity; no workload was simulated.
