## flow/design.v

```verilog
module signed_mult (out, clk, a, b);
	output 		[15:0]	out;
	input			clk;
	input 	signed	[7:0] 	a;
	input 	signed	[7:0] 	b;
	reg	signed	[7:0] 	a_reg;
	reg	signed	[7:0] 	b_reg;
	reg	signed	[15:0]	out;
	wire 	signed	[15:0]	mult_out;
	assign mult_out = a_reg * b_reg;
	always@(posedge clk)
	begin
		a_reg <= a;
		b_reg <= b;
		out <= mult_out;
	end
endmodule
```

## flow/run.sh

```bash
#!/bin/bash
# OpenROAD 26Q1-2900-gdf79404cd8, Yosys 0.63+post, stock flow scripts
make -C /OpenROAD-flow-scripts/flow DESIGN_CONFIG=/design/flow/config.mk WORK_HOME=/design/flow/orfs finish
```

## flow/config.mk

```make
export PLATFORM = sky130hd
export DESIGN_NAME = signed_mult
export DESIGN_NICKNAME = signed_mult
export VERILOG_FILES = /design/flow/design.v
export SDC_FILE = /design/flow/constraint.sdc
export NUM_CORES = 4
export LEC_CHECK = 1
export CORE_UTILIZATION = 50
```

## flow/constraint.sdc

```tcl
current_design signed_mult

set clk_period 5.8
set clk_io_pct 0.2

create_clock -name clk0 -period $clk_period [get_ports {clk}]

set non_clock_inputs [all_inputs -no_clocks]
set_input_delay [expr $clk_period * $clk_io_pct] -clock clk0 $non_clock_inputs
set_output_delay [expr $clk_period * $clk_io_pct] -clock clk0 [all_outputs]
```

==> impl_results.html <==
<!-- implementation run metrics -->
<table>
<tr><th>Metric</th><th>Value</th></tr>
<tr><th colspan="2">Route</th></tr>
<tr><td>Post-detailed-route wirelength per cell</td><td>12.1 um</td></tr>
<tr><td>Router iterations before antenna repair</td><td>4</td></tr>
<tr><td>Ant. Diodes</td><td>0</td></tr>
<tr><td>Wire length on met1</td><td>2.89 mm</td></tr>
<tr><td>Detail Route Antenna Nets</td><td>0</td></tr>
<tr><td>Met3 wirelength from detailed routing</td><td>155 um</td></tr>
<tr><td>Remaining design rule violation count</td><td>0</td></tr>
<tr><td>Violation count after the first detailed-route iteration</td><td>23</td></tr>
<tr><td>Top layer used by detailed routing</td><td>met4</td></tr>
<tr><td>Vias post-DR</td><td>2019</td></tr>
<tr><td>Sum of routed wire length over all layers</td><td>5.34 mm</td></tr>
<tr><td>Via density per instance</td><td>4.59</td></tr>
<tr><td>Met2 WL post-DR</td><td>2.24 mm</td></tr>
<tr><th colspan="2">Timing</th></tr>
<tr><td>Final number of max-transition violations</td><td>0</td></tr>
<tr><td>Final number of setup-violating endpoints</td><td>0</td></tr>
<tr><td>Period Utilization, post-route</td><td>73.1%</td></tr>
<tr><td>Max Clock Freq</td><td>0.236 GHz</td></tr>
<tr><td>Setup TNS</td><td>0 ns</td></tr>
<tr><td>RSZ-0062 raised after global routing</td><td>no</td></tr>
<tr><td>Worst clock skew</td><td>0.0156 ns</td></tr>
<tr><td>Relative slew margins</td><td>79.1%</td></tr>
<tr><td>Time the worst path needs with I/O delays and setup</td><td>4.24 ns</td></tr>
<tr><td>Worst Max-Slew Pin Slew</td><td>0.312 ns</td></tr>
<tr><td>Hold violation count in the final report</td><td>0</td></tr>
<tr><th colspan="2">Logic synthesis</th></tr>
<tr><td>Proportion of synthesized flip-flops having asynchronous set or reset</td><td>0%</td></tr>
<tr><td>Largest cells by area</td><td>sky130_fd_sc_hd__fa_1 34%, sky130_fd_sc_hd__dfxtp_1 20%, sky130_fd_sc_hd__ha_1 11%</td></tr>
<tr><td>Part of the Yosys area used for sequential elements</td><td>20.1%</td></tr>
<tr><td>Yosys top cell by instances</td><td>sky130_fd_sc_hd__inv_1</td></tr>
<tr><td>Post-synth regs</td><td>32</td></tr>
<tr><td>Yosys-reported design area after synthesis</td><td>3190 um^2</td></tr>
<tr><td>Post-synthesis cell count</td><td>325</td></tr>
<tr><td>Synthesized cell area</td><td>3190 um^2</td></tr>
<tr><td>Average size of a mapped cell</td><td>9.83 um^2</td></tr>
<tr><td>Dominant register cell in the synthesized netlist</td><td>sky130_fd_sc_hd__dfxtp_1</td></tr>
<tr><td>Commonest cells in the netlist</td><td>88 x sky130_fd_sc_hd__inv_1, 55 x sky130_fd_sc_hd__fa_1, 43 x sky130_fd_sc_hd__and2_1</td></tr>
<tr><td>Count of flip-flops with a built-in enable after synthesis</td><td>0</td></tr>
<tr><td>Library cell with the largest summed area after synthesis</td><td>sky130_fd_sc_hd__fa_1</td></tr>
<tr><td>Warning count from the yosys run</td><td>1</td></tr>
<tr><td>Distinct cell type count of the synthesized netlist</td><td>29</td></tr>
<tr><td>Fraction of post-synthesis cell area in the top cell type by area</td><td>34.5%</td></tr>
<tr><td>Number of standard cells reported by yosys</td><td>325</td></tr>
<tr><th colspan="2">Min path</th></tr>
<tr><td>Cell count of the worst hold path</td><td>1</td></tr>
<tr><td>Hold path endpoint</td><td>out[0]$_DFF_P_</td></tr>
<tr><td>Hold Crit Start</td><td>b_reg[0]$_DFF_P_</td></tr>
<tr><td>Path category of the worst min-delay check</td><td>register to register</td></tr>
<tr><th colspan="2">GRT</th></tr>
<tr><td>Largest net degree at the start of global routing</td><td>12</td></tr>
<tr><td>Initial antenna violation count</td><td>0</td></tr>
<tr><td>Via count of the first global-routing pass</td><td>2074</td></tr>
<tr><td>Global route total overflow</td><td>0</td></tr>
<tr><td>Global-route wire length before repair</td><td>9.53 mm</td></tr>
<tr><td>Global Route Usage Sum</td><td>20.1%</td></tr>
<tr><th colspan="2">Setup path</th></tr>
<tr><td>Arrival time at the worst endpoint</td><td>4.41 ns</td></tr>
<tr><td>Worst Path Class, Setup</td><td>register to register</td></tr>
<tr><td>Capturing point of the worst reg2reg path</td><td>out[15]$_DFF_P_</td></tr>
<tr><td>Kind of start point of the critical path</td><td>register</td></tr>
<tr><td>CP Data Required Time</td><td>5.97 ns</td></tr>
<tr><td>Reg-to-reg setup timing slack</td><td>1.56 ns</td></tr>
<tr><td>Register-to-Register Path Depth</td><td>15</td></tr>
<tr><td>Launch point of the worst reg-to-reg path</td><td>b_reg[4]$_DFF_P_</td></tr>
<tr><td>Maximum fanout encountered on the critical timing path</td><td>8</td></tr>
<tr><td>Sort of element at the end of the critical path</td><td>register</td></tr>
<tr><th colspan="2">Power</th></tr>
<tr><td>Worst voltage drop across the vdd grid</td><td>324 uV</td></tr>
<tr><td>Total internal power</td><td>912 uW</td></tr>
<tr><td>Sw power</td><td>620 uW</td></tr>
<tr><td>Portion of total power attributed to combinational logic</td><td>65.2%</td></tr>
<tr><td>Sequential cell fraction of total power</td><td>20.5%</td></tr>
<tr><td>Fraction of power spent switching nets</td><td>40.5%</td></tr>
<tr><td>Share of power burned in the clock network</td><td>14.4%</td></tr>
<tr><td>Leakage</td><td>0.00181 uW</td></tr>
<tr><td>Pwr per Cell Area</td><td>412 nW/um^2</td></tr>
<tr><th colspan="2">Final layout</th></tr>
<tr><td>Synth-to-layout area growth</td><td>16.5%</td></tr>
<tr><td>Non-filler instance count after layout</td><td>440</td></tr>
<tr><td>Flip-flop count of the largest register after layout</td><td>16</td></tr>
<tr><td>Layout cells sized above 1</td><td>3.29%</td></tr>
<tr><td>FILL cells</td><td>515</td></tr>
<tr><td>Final core utilization</td><td>61.7%</td></tr>
<tr><th colspan="2">Placed design</th></tr>
<tr><td>Global placement routability congestion</td><td>0.830</td></tr>
<tr><td>HPWL after detailed placement</td><td>4.44 mm</td></tr>
<tr><td>I/O Buffers</td><td>32</td></tr>
<tr><td>Total placed cells including tap cells</td><td>432</td></tr>
<tr><th colspan="2">Clocking</th></tr>
<tr><td>Inserted Clock Buffers</td><td>5</td></tr>
<tr><td>TritonCTS clock tree</td><td>built</td></tr>
<tr><td>Root buffer cell</td><td>sky130_fd_sc_hd__clkbuf_8</td></tr>
<tr><td>Total of cells resized after clock tree synthesis</td><td>0</td></tr>
<tr><td>Htree depth</td><td>2</td></tr>
<tr><td>Post-CTS Setup Inserts</td><td>0</td></tr>
<tr><td>Clock network latency to the later pin of the worst-skew pair</td><td>0.29 ns</td></tr>
<tr><td>Reg clk slew, reported paths</td><td>0.08 ns</td></tr>
<tr><td>Number of sinks handled by clock tree synthesis</td><td>32</td></tr>
<tr><td>Number of buffers between clock root and the deepest sink</td><td>2</td></tr>
<tr><td>Hold buffer count at cts</td><td>0</td></tr>
<tr><th colspan="2">Flow run</th></tr>
<tr><td>Log Warnings</td><td>26</td></tr>
<tr><td>Number of maximum-capacitance violations</td><td>0</td></tr>
<tr><th colspan="2">Die</th></tr>
<tr><td>Core ar.</td><td>6030 um^2</td></tr>
<tr><td>Initial core utilization</td><td>53.0%</td></tr>
<tr><td>Area of the die</td><td>6710 um^2</td></tr>
<tr><td>Die width</td><td>81.9 um</td></tr>
<tr><td>Rows</td><td>28</td></tr>
<tr><td>Y dimension of the die</td><td>81.9 um</td></tr>
<tr><td>Total I/O pin count</td><td>33</td></tr>
<tr><th colspan="2">Run status</th></tr>
<tr><td>Status</td><td>completed</td></tr>
</table>
==> worst max-delay path, cell delays in order, from the launching register on <==
cell	delay, ns
sky130_fd_sc_hd__dfxtp_1	0.39
sky130_fd_sc_hd__and2_1	0.21
sky130_fd_sc_hd__fa_1	0.53
sky130_fd_sc_hd__inv_1	0.05
sky130_fd_sc_hd__fa_1	0.47
sky130_fd_sc_hd__inv_1	0.06
sky130_fd_sc_hd__fa_1	0.53
sky130_fd_sc_hd__inv_1	0.05
sky130_fd_sc_hd__fa_1	0.52
sky130_fd_sc_hd__inv_1	0.04
sky130_fd_sc_hd__ha_1	0.35
sky130_fd_sc_hd__a21o_1	0.21
sky130_fd_sc_hd__a21oi_4	0.17
sky130_fd_sc_hd__a21oi_2	0.10
sky130_fd_sc_hd__o41ai_2	0.33
sky130_fd_sc_hd__xnor2_1	0.11
==> cell type report <==
cell class	instances	area (um^2)	share of cell area [%]
Clock buffer	5	68.8	1.85
Multi-Input combinational cell	205	2220	59.8
Tap cell	75	93.8	2.52
Clock inverter	3	42.5	1.14
Inverter	88	330	8.88
Sequential cell	32	641	17.2
Timing Repair Buffer	32	320	8.61
==> cells in the final DEF (no fill, tap or decap) <==
master | synthesis | routed
sky130_fd_sc_hd__clkinvlp_4 | 0 | 1
sky130_fd_sc_hd__nor2b_1 | 9 | 9
sky130_fd_sc_hd__o211ai_1 | 1 | 1
sky130_fd_sc_hd__and2_1 | 43 | 43
sky130_fd_sc_hd__nand2b_1 | 1 | 1
sky130_fd_sc_hd__or4_1 | 1 | 1
sky130_fd_sc_hd__o31a_1 | 1 | 1
sky130_fd_sc_hd__clkbuf_8 | 0 | 5
sky130_fd_sc_hd__xnor2_1 | 11 | 11
sky130_fd_sc_hd__a21oi_2 | 1 | 1
sky130_fd_sc_hd__clkdlybuf4s50_1 | 0 | 32
sky130_fd_sc_hd__o21a_1 | 2 | 2
sky130_fd_sc_hd__nand4_1 | 1 | 1
sky130_fd_sc_hd__nand2_1 | 15 | 15
sky130_fd_sc_hd__clkinv_2 | 0 | 1
sky130_fd_sc_hd__nand4b_1 | 1 | 1
sky130_fd_sc_hd__xor2_1 | 3 | 3
sky130_fd_sc_hd__o41ai_2 | 1 | 1
sky130_fd_sc_hd__nand3_1 | 2 | 2
sky130_fd_sc_hd__o21ai_1 | 3 | 3
sky130_fd_sc_hd__o21ai_0 | 1 | 1
sky130_fd_sc_hd__nor4b_2 | 1 | 1
sky130_fd_sc_hd__dfxtp_1 | 32 | 32
sky130_fd_sc_hd__ha_1 | 29 | 29
sky130_fd_sc_hd__fa_1 | 55 | 55
sky130_fd_sc_hd__nor3_1 | 2 | 2
sky130_fd_sc_hd__a21o_1 | 1 | 1
sky130_fd_sc_hd__a21oi_4 | 1 | 1
sky130_fd_sc_hd__mux2_1 | 1 | 1
sky130_fd_sc_hd__a21boi_1 | 1 | 1
sky130_fd_sc_hd__bufinv_16 | 0 | 1
sky130_fd_sc_hd__nor2_1 | 10 | 10
sky130_fd_sc_hd__a21oi_1 | 7 | 7
sky130_fd_sc_hd__inv_1 | 88 | 88
==> layer usage <==
layer | vias to the layer above | GRT usage (%)
li1 | 1035 | -
met1 | 943 | 35.0
met2 | 35 | 29.8
met3 | 6 | 2.71
met4 | 0 | 1.58
met5 | - | 0
==> metrics by stage <==
stage               worst slack, ns  hold WS [ns]  cell area [um^2]  power (uW)
floorplan                      1.75         0.500              3190        1070
global placement               1.59         0.558              3610        1320
detailed placement             1.55         0.558              3610        1320
CTS                            1.53         0.577              3720        1550
global route                   1.25         0.601              3720        1720
finish                         1.56         0.574              3720        1530
==> worst max-delay path by stage <==
stage                      to  slack (ns)  cells after the start        startpoint
CTS           out[15]$_DFF_P_        1.53                     15  b_reg[4]$_DFF_P_
finish        out[15]$_DFF_P_        1.56                     15  b_reg[4]$_DFF_P_
global route  out[15]$_DFF_P_        1.25                     14  b_reg[7]$_DFF_P_
==> cell families after synthesis <==
family / after synthesis / share of synthesized area, %
fa+ha+maj: 84 / 45.8
compound gates: 20 / 4.47
flops: 32 / 20.1
xor+xnor: 14 / 3.84
buf+inv: 88 / 10.3
mux: 1 / 0.353
simple gates: 86 / 15.1
==> power groups by stage <==
stage / clock network [uW] / logic [uW] / registers (uW)
finish: 220 / 998 / 313
global route: 237 / 1160 / 323
CTS: 227 / 1010 / 314
No activity file was given, so power comes from the tool's default toggle rates.
