==> ./design.v <==
module mux2 #(parameter WIDTH = 8)
             (input  [WIDTH-1:0] d0, d1, 
              input              s, 
              output [WIDTH-1:0] y);
  assign y = s ? d1 : d0; 
endmodule
module mux3 #(parameter WIDTH = 8)
             (input  [WIDTH-1:0] d0, d1, d2,
              input  [1:0]       s, 
              output [WIDTH-1:0] y);
  assign #1 y = s[1] ? d2 : (s[0] ? d1 : d0); 
endmodule
`timescale 1ns / 1ps
module robsmult #(parameter WIDTH = 8)
    (
    input clk,
    input reset,
    input [WIDTH-1:0] multiplier,
    input [WIDTH-1:0] multiplicand,
    output [WIDTH*2-1:0] product,  
	output done  
    );
	wire c0, c1, c2, c3, c9, c10, c5, c8, c12, c14, c13, c4, c6, c7, c11;
	wire zq, zy, zr;
    robs_control_unit_micro cu(clk, reset, zq, zy, zr, c0, c1, c2, c3, c9, c10, c5, c8, c12, c14, c13, c4, c6, c7, c11, done);	
	robs_datapath dp(clk, reset, multiplier, multiplicand, c0, c1, c2, c3, c9, c10, c5, c8, c12, c14, c13, c4, c6, c7, c11, product, zq, zr);
	assign zy = ~multiplicand[WIDTH-1];
endmodule
module robs_control_unit_micro(
	input clk, reset,
	input zq, zy, zr,
	output c0, c1, c2, c3, c9, c10, c5, c8, c12, c14, c13, c4, c6, c7, c11,
	output reg done
	);
    wire load_incr;
    wire [4:0] upc;
    wire [22:0] uinstr;
    upcreg upc_reg(clk, reset, load_incr, uinstr[19:15], upc);
    mux5 cs_mux(1'b0, zq, zr, zy, 1'b1, uinstr[22:20], load_incr);
    rom control_memory(upc, uinstr);
	assign {c14, c13, c12, c11, c10, c9, c8, c7, c6, c5, c4, c3, c2, c1, c0} = uinstr[14:0];
    always @(*)
        if (upc == 17)
            done <= 1;
endmodule
module rom(
    input [4:0] addr, 
    output [22:0] data);
    reg  [22:0] mem[17:0];
    initial
        begin
            mem[00] = 23'b00000001000000000000011;
            mem[01] = 23'b00000010000000000001100;
            mem[02] = 23'b00000011000001100000000;
            mem[03] = 23'b00101100000000000000000;
            mem[04] = 23'b01000110000000000000000;
            mem[05] = 23'b00000110000010100100000;
            mem[06] = 23'b01101001000000000000000;
            mem[07] = 23'b00001000001000000000000;
            mem[08] = 23'b10001010000000000000000;
            mem[09] = 23'b00001010001100000000000;
            mem[10] = 23'b00001011010001101010000;
            mem[11] = 23'b10000011000000000000000;
            mem[12] = 23'b01001110000000000000000;
            mem[13] = 23'b00001110000000100100000;
            mem[14] = 23'b00001111001000000000000;
            mem[15] = 23'b00010000000001101010000;
            mem[16] = 23'b00010001100000010001000;
            mem[17] = 23'b10010001000000000000000;
        end
    assign data = mem[addr];
endmodule
module robs_control_unit_fsm(
	input clk, reset,
	input zq, zy, zr,
	output c0, c1, c2, c3, c9, c10, c5, c8, c12, c14, c13, c4, c6, c7, c11,
	output reg done
	);
	parameter   S0  	= 5'b00000;  
	parameter   S1  	= 5'b00001;  
	parameter   S2  	= 5'b00010;	 
	parameter   S3   	= 5'b00011;	 
	parameter   S4   	= 5'b00100;	 
	parameter   S5   	= 5'b00101;	 
	parameter   S6 	    = 5'b00110;	 
	parameter   S7 	    = 5'b00111;	 
	parameter   S8   	= 5'b01000;	 
	parameter   S9 	    = 5'b01001;	 
	parameter   S10	    = 5'b01010;	 
	parameter   S11     = 5'b01011;	 
	parameter   S12 	= 5'b01100;  
	parameter   S13 	= 5'b01101;  
	parameter   S14  	= 5'b01111;	 
	parameter   S15	    = 5'b10010;	 
	parameter   S16	    = 5'b10011;	 
	parameter   S17	    = 5'b10100;	 
	reg [4:0]  state, nextstate;
	reg [14:0] controls;	
	always @(posedge clk or posedge reset)			
	 if (reset) state <= S0;
	 else state <= nextstate;
	always @( * )
	 case(state)
		S0:  nextstate <= S1;
		S1:  nextstate <= S2;
		S2:  nextstate <= S3;
		S3:  case(zq)
					  0:      nextstate <= S4;
					  1:      nextstate <= S12;
					  default: nextstate <= S0;   
					endcase
		S4:  case(zr)
					  0:      nextstate <= S5;
					  1:      nextstate <= S6;
					  default: nextstate <= S0;  
					endcase
		S5:  nextstate <= S6;
		S6:  case(zy)
					  0:      nextstate <= S7;
					  1:      nextstate <= S9;
					  default: nextstate <= S0;  
					endcase
		S7:  nextstate <= S8;		
		S8:  nextstate <= S10;	
		S9:  nextstate <= S10;
		S10:  nextstate <= S11;
		S11:  nextstate <= S3;
		S12:  case(zr)
					  0:      nextstate <= S13;
					  1:      nextstate <= S14;
					  default: nextstate <= S0;  
					endcase
		S13:  nextstate <= S14;
		S14:  nextstate <= S15;
		S15:  nextstate <= S16;
		S16:  nextstate <= S17;
		S17:  begin nextstate <= S17; done <= 1; end
	 endcase
	assign {c14, c13, c12, c11, c10, c9, c8, c7, c6, c5, c4, c3, c2, c1, c0} = controls;
	always @( * )
	 case(state)
        S0:        	controls <= 15'b000_0000_0000_0011;
		S1:       	controls <= 15'b000_0000_0000_1100;
		S2:         controls <= 15'b000_0011_0000_0000;
		S3:         controls <= 15'b000_0000_0000_0000;
		S4:         controls <= 15'b000_0000_0000_0000;
		S5:         controls <= 15'b000_0101_0010_0000;
		S6:         controls <= 15'b000_0000_0000_0000;
		S7:        	controls <= 15'b001_0000_0000_0000;
		S8:   		controls <= 15'b000_0000_0000_0000;
		S9:         controls <= 15'b001_1000_0000_0000;
		S10:    	controls <= 15'b010_0011_0101_0000;
		S11:  		controls <= 15'b000_0000_0000_0000;
		S12:        controls <= 15'b000_0000_0000_0000;   
		S13:       	controls <= 15'b000_0001_0010_0000;
		S14:        controls <= 15'b001_0000_0000_0000;
		S15:        controls <= 15'b000_0011_0101_0000;
		S16:        controls <= 15'b100_0000_1000_1000;	
		S17:        controls <= 15'b000_0000_0000_0000;	
		default:    controls <= 15'b000_0000_0000_0000;  
	 endcase
endmodule
module robs_datapath #(parameter WIDTH = 8)
    (
	input clk, reset,
	input [WIDTH-1:0] multiplier, multiplicand,
	input c0, c1, c2, c3, c9, c10, c5, c8, c12, c14, c13, c4, c6, c7, c11,
	output [WIDTH*2-1:0] product,
	output zq, zr
	);
	wire [WIDTH-1:0] y, a, in_x, x, in_rh, in_rl, alu_out, q;
	wire [WIDTH*2-1:0] r, sr;
	register reg_y(clk, multiplicand, y, c0, 1'b0);
	register reg_a(clk, r[WIDTH*2-1:WIDTH], a, c14, c2);
	register reg_x(clk, in_x, x, c3, 1'b0);
	register_hl reg_r(clk, in_rh, in_rl, c8, c9, 1'b0, r);
	right_shift_register sign_ext(clk, c12, r, c11, sr); 
	mux2 #(8) mux_x(multiplier, r[WIDTH-1:0], c7, in_x);
	mux3 #(8) mux_rh(a, sr[WIDTH*2-1:WIDTH], alu_out, {c5,c4}, in_rh);
	mux2 #(8) mux_rl(x, sr[WIDTH-1:0], c6, in_rl);
	addsub addsub(r[WIDTH*2-1:WIDTH], y, c10, clk, alu_out);
	counter_down decrement8(clk, c1, c13, q);
	assign product = {a,x};
	assign zr = ~r[0];
	assign zq = ~q[0] & ~q[1] & ~q[2];  
endmodule
module register # (parameter N = 8)
	(input clk,
	 input [N-1:0] in,
    output reg [N-1:0] out,
    input load,
    input clear
    );
	 always @ (posedge clk or posedge clear)
		if (clear)		out <= 0;
		else if (load)	out <= in;
		else			out <= in;
endmodule
module register_hl # (parameter N = 16)
	(input clk,
	 input [N/2-1:0] inh,
	 input [N/2-1:0] inl,
	 input loadh,
	 input loadl,
	 input clear,
	 output reg [N-1:0] out
	);
	 always @ (posedge clk or posedge clear)
		if (clear)			out <= 0;
		else begin 
			if (loadh)	out[N-1:N/2] <= inh;
			if (loadl)	out[N/2-1:0] <= inl;
		end
endmodule
module upcreg(
    input clk,
    input reset,
    input load_incr,
    input [4:0] upc_next,
    output reg [4:0] upc);
    always @ (posedge clk, posedge reset)
        if (reset)  upc <= 5'b00000;
        else if (load_incr) upc <= upc_next;
        else if (~load_incr) upc <= upc + 1;
        else upc <= 5'b00000;  
endmodule     
module mux5 (input      d0, d1, d2, d3, d4,
              input      [2:0]       s, 
              output reg  y);
   always @( * )
      case(s)
         3'b000: y <= d0;
         3'b001: y <= d1;
         3'b010: y <= d2;
         3'b011: y <= d3;
         3'b100: y <= d4;
         default: y <= 1'b0;
      endcase
endmodule
module addsub
(
	input [7:0] dataa,
	input [7:0] datab,
	input add_sub,	   
	input clk,
	output reg [7:0] result
);
	always @ (*)
	begin
		if (add_sub)
			result <= dataa + datab;
		else
			result <= dataa - datab;
	end
endmodule
module counter_down
(
	clk,
	reset,
	ena,
	result
);
	input clk;
	input reset;
	input ena;
	output reg [7:0] result;
	always @(posedge clk or posedge reset)
	begin
		if (reset) 
			result = 7;		
		else if (ena) 
			result = result - 1;
	end
endmodule		
module right_shift_register(clk, enable, in, mode, out);
    parameter width = 16;
    input clk;
    input enable;
    input [width-1:0] in;  
    input mode;  
    output [width-1:0] out;  
	reg [width-1:0] sr_out;
	always@(posedge clk)
	begin
		if (enable == 1'b1)
		begin
			sr_out[width-2:0] <= in[width-1:1];
			if (mode == 1'b1)  
				 sr_out[width-1] <= 1'b0;
			else  
				 sr_out[width-1] <= in[width-1];
		end
	end
	assign out = sr_out;
endmodule
`timescale 1ns / 1ps
module toprobertsons(
    input       clk, reset, 
    input [7:0] multiplier,  
    input [7:0] multiplicand,  
    output [15:0] product,  
	output done  
    );
	robsmult mult(clk, reset, multiplier, multiplicand, product, done);
endmodule
==> ./run.sh <==
#!/bin/bash
# OpenROAD 26Q1-2900-gdf79404cd8, Yosys 0.63+post, stock flow scripts
make -C /OpenROAD-flow-scripts/flow DESIGN_CONFIG=/design/flow/config.mk WORK_HOME=/design/flow/orfs finish
==> ./config.mk <==
export PLATFORM = sky130hd
export DESIGN_NAME = toprobertsons
export DESIGN_NICKNAME = toprobertsons
export VERILOG_FILES = /design/flow/design.v
export SDC_FILE = /design/flow/constraint.sdc
export NUM_CORES = 4
export LEC_CHECK = 1
export CORE_UTILIZATION = 30
==> ./constraint.sdc <==
current_design toprobertsons

set clk_period 1.4
set clk_io_pct 0.2

create_clock -name clk0 -period $clk_period [get_ports {clk}]

set non_clock_inputs [all_inputs -no_clocks]
set_input_delay [expr $clk_period * $clk_io_pct] -clock clk0 $non_clock_inputs
set_output_delay [expr $clk_period * $clk_io_pct] -clock clk0 [all_outputs]
==> results_slide.txt <==
Implementation Results

Power and ir drop
  • Final Power: 12400 uW
  • Comb power frac: 58.1%
  • Cell-internal power: 8190 uW
  • Switching pwr: 4170 uW
  • Static leakage: 0.00210 uW
  • Reg power frac: 27.6%
  • Clock share of power: 14.3%
  • Sw Share: 33.7%
  • PwrDens: 2420 nW/um^2
  • Peak supply drop: 910 uV

Place
  • Final GP Congestion: 0.835
  • Buffers added on ports: 33
  • Placed cells: 475
  • Placed wire-length estimate: 4540 um

Routing
  • DRC Markers: 0
  • Via density: 4.57
  • Routed length on met3: 278 um
  • TritonRoute pass-1 iters: 4
  • DR top layer: met4
  • Ant diodes: 0
  • Vias: 2406
  • Iteration-0 DRC Markers: 70
  • Met1 wire length: 3620 um
  • Avg WL per Cell: 13.7 um
  • WL final: 7190 um
  • DR WL met2: 3230 um
  • Antenna-violating nets left: 0

Logic synthesis
  • Post-synth ARST share: 25.0%
  • Number of enable flip-flop cells: 32
  • Synth cell types: 53
  • Synth Instances: 255
  • Synth Seq Share: 53.7%
  • Yosys stat area: 3140 um^2
  • Ys cells: 255
  • Main flop type: edfxtp_1
  • Syn_area_per_cell: 12.3 um^2
  • Flops & latches, synth: 64
  • Warnings, synthesis: 9
  • Syn Std Cell Area: 3140 um^2

Final timing
  • Max Transition Viols Final: 0
  • Hold Vio Cnt, Final: 0
  • Final setup viols: 64
  • Final Skew: 0.00525 ns
  • RSZ-0062 raised after global routing: true
  • Hold slack: 0.162 ns
  • Crit share post-route: 195%
  • Setup slack after layout: -1.33 ns
  • Max Clock Freq: 366 MHz
  • Final min period: 2.73 ns

Layout
  • Finished Core Util: 51.3%
  • Most frequent cells in the layout: 73 x buf_4, 32 x edfxtp_1, 20 x buf_6, 17 x clkdlybuf4s50_1
  • Area growth, synth to finish: 62.9%
  • Share of cells above drive strength 1: 51.1%
  • Final cell count without fillers: 526
  • Biggest regs: mult.dp.reg_r.out: 16 flops, mult.dp.sign_ext.sr_out: 16 flops
  • Most numerous logic cell after layout: buf_4

Die
  • Core Region: 9950 um^2
  • Die Height: 104 um
  • I/O pins: 35
  • Std-Cell Rows: 36
  • Starting Density: 31.5%
  • DIE WIDTH: 104 um
  • Chip area: 10900 um^2

Critical path
  • Setup crit start kind: register
  • CP required: 1.49 ns
  • Crit path DAT: 2.83 ns
  • Critical Path End Type: register
  • Type of the worst setup path: reg2reg
  • Peak fanout along the critical path: 5

Clocking
  • Num CTS Buffers: 9
  • # H-tree levels: 3
  • Clk sinks: 64
  • Maximum clock path buffer count: 2
  • Clock Tree Root: clkbuf_8
  • Post-cts hold buffer count: 0
  • CTS tree: done
  • Clk pin slew, worst setup/hold paths: 0.07 ns
  • Worst skew pair latency: 0.33 ns

Run
  • Max cap viols: 0
  • Tool warnings: 35

GRT
  • Antenna violations before repair: 0
  • First-pass GRT wire length: 11600 um
  • Vias in the first global route: 2374
  • Largest net degree at the start of global routing: 24
  • Global Route Usage Sum: 13.7%
  • GRT overflow: 0

Worst hold path
  • Hold WC Path Type: in2async

Status
  • Failing checks: setup timing
  • Status: finished, violations left
-- cell usage after synthesis, types with 2 or more instances --
| master | n | area share [%] |
|---|---|---|
| xor2_1 | 10 | 2.8 |
| a21boi_0 | 2 | 0.48 |
| mux2i_1 | 8 | 2.6 |
| buf_2 | 4 | 0.64 |
| dfxtp_1 | 16 | 10 |
| nand3b_1 | 3 | 0.72 |
| o211ai_1 | 2 | 0.48 |
| nand2b_1 | 3 | 0.60 |
| inv_1 | 9 | 1.1 |
| a21oi_1 | 12 | 1.9 |
| nor4_1 | 3 | 0.60 |
| mux2_2 | 21 | 7.5 |
| a21o_1 | 3 | 0.72 |
| nor2_1 | 10 | 1.2 |
| dfstp_2 | 3 | 2.5 |
| nand2_1 | 19 | 2.3 |
| o21a_1 | 2 | 0.48 |
| o211a_1 | 2 | 0.64 |
| a221o_2 | 2 | 0.72 |
| buf_4 | 3 | 0.72 |
| or3_1 | 2 | 0.40 |
| o21ai_1 | 4 | 0.64 |
| clkbuf_1 | 2 | 0.24 |
| buf_6 | 3 | 1.1 |
| edfxtp_1 | 32 | 31 |
| nor2b_1 | 4 | 0.80 |
| xnor2_1 | 3 | 0.84 |
| nor3_1 | 6 | 0.96 |
| ha_1 | 18 | 7.2 |
| o21ai_0 | 5 | 0.80 |
| dfrtp_1 | 13 | 10 |
| nand3_1 | 5 | 0.80 |
-- kinds of logic after synthesis --
family / after synthesis / synth area share [%]
muxes: 30 / 10.6
AOI/OAI and AO/OA: 46 / 10.5
buffers and inverters: 21 / 3.75
DFF: 64 / 53.7
and+or+nand+nor: 61 / 9.89
xor gates and xnor gates: 13 / 3.63
other: 1 / 0.120
adders and majority gates: 19 / 7.82
-- final timing paths --
check	startpoint	end	slack, ns	cells after the start
min in group clk0	multiplicand[6]	mult.dp.reg_y.out[6]$_DFF_P_	0.39	1
worst min-delay path	reset	mult.cu.upc_reg.upc[3]$_DFF_PP0_	0.16	2
worst min register to register	mult.dp.reg_r.out[2]$_DFFE_PP_	mult.dp.sign_ext.sr_out[1]$_DFFE_PP_	0.45	0
max in group asynchronous	mult.cu.upc_reg.upc[0]$_DFF_PP0_	mult.dp.reg_a.out[7]$_DFF_PP0_	0.14	6
worst max register to register	mult.cu.upc_reg.upc[0]$_DFF_PP0_	mult.dp.reg_r.out[15]$_DFFE_PP_	-1.33	13
worst max-delay path	mult.cu.upc_reg.upc[0]$_DFF_PP0_	mult.dp.reg_r.out[15]$_DFFE_PP_	-1.33	13
-- stage by stage --
stage,area (um^2),setup TNS [ns],setup WS [ns]
floorplan,3230,-28.39,-1.29
global placement,4190,-38.16,-1.29
detailed placement,4190,-38.79,-1.33
CTS,4870,-30.09,-1.32
global route,5110,-40.61,-1.50
finish,5110,-37.05,-1.33
-- worst max-delay path: stages (launching register included) --
cell	delay, ns
dfrtp_2	0.43
ha_4	0.16
nor4bb_4	0.14
buf_4	0.16
buf_4	0.13
buf_6	0.11
a31oi_4	0.15
xor2_2	0.25
ha_1	0.30
o21a_1	0.19
o32a_1	0.18
o41ai_4	0.06
xnor2_1	0.16
o21ai_1	0.07
-- power groups by stage --
stage	Clock [uW]	Combinational [uW]	Sequential, uW
4_1_cts	1830	6440	3360
5_1_grt	1910	7790	3500
6_report	1760	7180	3410
-- timing repair --
item                                    CTS  global route
endpoints found under the setup margin   80            71
pin swaps                                24            22
gates resized                            80            33
setup buffers                            25            11
gates cloned                              1             0
-- cell type report --
type | instances | area, um^2
Clock inverter | 6 | 90.1
Fill cell | 819 | 4840
Inverter | 9 | 36.3
Sequential cell | 64 | 1700
Multi-Input combinational cell | 170 | 1740
Clock buffer | 10 | 138
Tap cell | 133 | 166
Timing Repair Buffer | 134 | 1240
-- routing by layer --
layer  global-route usage [%]  vias to the layer above
met4                     1.63                        0
met1                     21.9                     1155
met2                     20.2                       46
met3                     3.32                        5
li1                         -                     1200
met5                        0                        -
No activity file was given, so power comes from the tool's default toggle rates.
